File: design/flow/run.sh
#!/bin/bash
# OpenROAD 26Q1-2900-gdf79404cd8, Yosys 0.63+post, stock flow scripts
make -C /OpenROAD-flow-scripts/flow DESIGN_CONFIG=/design/flow/config.mk WORK_HOME=/design/flow/orfs finish
File: design/flow/config.mk
export PLATFORM = sky130hd
export DESIGN_NAME = fetch
export DESIGN_NICKNAME = fetch
export VERILOG_FILES = /design/flow/design.v
export SDC_FILE = /design/flow/constraint.sdc
export NUM_CORES = 4
export LEC_CHECK = 1
export CORE_UTILIZATION = 40
File: design/flow/constraint.sdc
current_design fetch

set clk_period 9.6
set clk_io_pct 0.2

create_clock -name clk0 -period $clk_period [get_ports {clk}]

set non_clock_inputs [all_inputs -no_clocks]
set_input_delay [expr $clk_period * $clk_io_pct] -clock clk0 $non_clock_inputs
set_output_delay [expr $clk_period * $clk_io_pct] -clock clk0 [all_outputs]
File: design/flow/design.v
module fetch (clk, stall, busy, pc, rw, access_size, enable, j_addr, jump, br_addr, branch);
parameter START_ADDR = 32'h8002_0000;
	input         clk;
	input	      stall;
	input	      busy;
	input [31:0]  j_addr;
	input 		  jump;
	input [31:0]  br_addr;
	input 		  branch;
	output [31:0] pc;
	output [2:0]  access_size;
	output 	      rw;  
	output	      enable;
	reg  [31:0]   pc_reg	= 32'h8001_FFFC;  
	reg  [2:0]    access_size_reg  = 3'b000;
	reg  	      rw_reg = 1'b0;
	reg  	      enable_reg = 1'b1;
	assign pc = pc_reg;
	assign access_size = access_size_reg;
	assign rw = rw_reg;
	assign enable = enable_reg;
	always @(posedge clk)
	begin
		if(stall != 1 & busy != 1)
		begin
			if(jump != 1 & branch != 1)
			begin
				pc_reg = pc_reg + 32'h0000_0004;
			end
			else if (branch == 1)
			begin
				pc_reg = br_addr;
			end
			else if(jump == 1)
			begin
				pc_reg = j_addr;
			end
		end
		else if (branch == 1)
		begin
			pc_reg = br_addr;
		end
		else if(jump == 1)
		begin
			pc_reg = j_addr;
		end
	end
endmodule
==> summary.txt <==
yosys + openroad results -> Pre-antenna DRT Iters 4, Post-Route M1 WL 2770 um, vias per cell 5.06, I/O Buffers 100, IO Pins 106, iteration-0 DRC count of the detailed router 94, hpwl dp 3860 um, Worst R2R End pc_reg[24], Die H 77.2 um, Worst Setup EP pc_reg[2], Mapped Area 0.00226 sq mm, kind of critical path input port to register, sequential element share of the synthesized area 29.2%, vias in the first global route 1,916, wire length on met3 406 um, leakage power 0.00127 uW, Core Region 0.00547 sq mm, Flop pwr share 45.1%, max reg flops 32, P_sw 111 uW, Yosys top cell area share 26.5%, maxcap violations 0, Commonest Layout Cell clkdlybuf4s50_1, top sig layer met4, PnR Total Power 386 uW, root buf cell clkbuf_8, post_cts resized 0, crit path time final 3.41 ns, Worst Reg-to-Reg Cells 5, post-CTS setup buffer count 0, global placer's final weighted congestion 0.758, CP startpoint jump, flop2flop setup slack 7.73 ns, crit-path max FO 61, max frequency 0.293 GHz, Routed Antenna Nets 0, synth warn 1, Cell area leaders dfxtp_1 (27%), mux2i_1 (14%), a211oi_1 (9.3%), routed wire length 5760 um, setup tns final 0 ns, clock buffer count from CTS 5, cts hold-fix bufs 0, pwr dens 116 mW/mm^2, crit end category register, Seq cells post-synth 32, Log Warnings 26, Site Rows 27, yosys stat area 0.00226 sq mm, layout cell share with drive strength beyond 1 7.10%, Post-synth ARST share 0%, pins over their slew limit 0, initial antenna violation count 0, htree depth 2, first-pass GRT wire length 9320 um, Bufs on Longest Clock Path 2, r2r startpoint pc_reg[8], # diodes 0, gr ovfl total 0, Hold Vio Cnt, Final 0, CTS clock-pin slew for the worst setup and hold paths 0.07 ns, CTS sink count 32, TritonCTS clock tree yes, Sw Ratio 28.8%, Layout area overhead 47.8%, area leader, netlist dfxtp_1, fraction of power consumed by the clock network 25.6%, wire length on met2 2530 um, CP required 9.77 ns, status finished, final reports clean, fp_density 41.3%, RSZ-0062 raised after global routing false, CP startpoint kind input port, chip area 0.00596 sq mm, Synth cell types 30, Top Layout Cells clkdlybuf4s50_1 (98), nor2_1 (37), mux2i_1 (32), dfxtp_1 (30), a211oi_1 (28), Power Internal 275 uW, Data arrival, critical path 3.58 ns, Most used DFF post-synth dfxtp_1, Fin Clk Skew 0.00120 ns, Slew @ Worst Pin 0.659 ns, period utilization 35.5%, WL per Instance 13.2 um, via count 2,216, DRC errors left 0, clock latency on the worst-skew pair 0.28 ns, Die W 77.2 um, number of setup violations in the final report 0, Synth Instances 276, slew margin rel. 56.1%, Worst Hold Class register to register, maximum vdd drop 62.9 uV, Post-Syn Area per Cell 8.20 sq um, number of enable flip-flop cells 2, Tot GR Track Use 19.5%, largest net degree at the start of global routing 66, number of cells in Yosys stat 276, Comb power frac 29.3%
synth_stat cells (7+ instances only):
cell,n
a21oi_2,7
a211oi_1,28
buf_2,8
xor2_1,24
nand2_1,11
dfxtp_1,30
nor2_1,37
nand4_1,15
nand3_1,12
clkbuf_1,8
a21oi_1,24
mux2i_1,32
per-stage QoR:
step / instances / setup slack, ns / hold slack (ns) / area, sq um / util [%]
3_3_place_gp: 430 / 5.90 / 0.539 / 3260 / 59.6
5_1_grt: 438 / 6.04 / 0.599 / 3340 / 61.1
2_1_floorplan: 279 / 6.56 / 0.482 / 2270 / -
6_report: 438 / 6.19 / 0.560 / 3340 / 61.1
3_5_place_dp: 430 / 5.87 / 0.553 / 3260 / 59.6
4_1_cts: 438 / 6.17 / 0.571 / 3340 / 61.1
cells by family (layout without fill, tap and decap cells):
family / after synthesis / in the layout / synth area share, %
other cells: 2 / 5 / 0.332
buf+inv: 28 / 115 / 5.92
flops: 32 / 32 / 29.2
mux: 32 / 32 / 14.2
fa+ha+maj: 1 / 1 / 0.553
compound gates: 62 / 62 / 18.0
xor+xnor: 28 / 28 / 10.8
simple gates: 91 / 91 / 21.0
layout make-up:
class / instances / area, sq um
clock inverters: 3 / 13.8
inverters: 3 / 11.3
multi-input cells: 219 / 1480
repair buffers: 104 / 1020
fillers: 522 / 2130
well taps: 72 / 90.1
clock buffers: 5 / 68.8
flip-flops and latches: 32 / 661
power groups by stage:
stage / clock network [uW] / registers (uW) / logic (uW)
CTS: 102 / 174 / 114
global route: 109 / 178 / 126
finish: 99.0 / 174 / 113
how the worst min path moves through the flow:
stage	start	to	slack (ns)	cells past startpoint
after CTS	pc_reg[2]	pc_reg[2]	0.57	1
after global routing	pc_reg[2]	pc_reg[2]	0.60	1
final	pc_reg[2]	pc_reg[2]	0.56	1
worst max-delay path, cell delays in order:
cell	delay [ns]
buf_2	0.09
buf_4	0.30
nor4_4	0.32
buf_4	0.55
inv_1	0.19
nand2_1	0.10
o21ai_0	0.07
routing by layer:
metal,up-vias,GRT usage [%]
li1,1177,-
met1,962,29.9
met2,72,29.2
met3,5,4.59
met4,0,1.89
met5,-,0
Power and IR drop assume default switching activity.
