`flow/run.sh`:
```
#!/bin/bash
# OpenROAD 26Q1-2900-gdf79404cd8, Yosys 0.63+post, stock flow scripts
make -C /OpenROAD-flow-scripts/flow DESIGN_CONFIG=/design/flow/config.mk WORK_HOME=/design/flow/orfs finish
```
`flow/config.mk`:
```
export PLATFORM = sky130hd
export DESIGN_NAME = register_file
export DESIGN_NICKNAME = register_file
export VERILOG_FILES = /design/flow/design.v
export SDC_FILE = /design/flow/constraint.sdc
export NUM_CORES = 4
export LEC_CHECK = 1
export CORE_UTILIZATION = 40
```
`flow/constraint.sdc`:
```
current_design register_file

set clk_period 50.9
set clk_io_pct 0.2

create_clock -name clk0 -period $clk_period [get_ports {clk}]

set non_clock_inputs [all_inputs -no_clocks]
set_input_delay [expr $clk_period * $clk_io_pct] -clock clk0 $non_clock_inputs
set_output_delay [expr $clk_period * $clk_io_pct] -clock clk0 [all_outputs]
```
`flow/design.v`:
```
module register_file (clk, we, dval, s1, s2, d, s1val, s2val, pc);
parameter NUM_REGISTERS = 32;
	input         clk;
	input	      we;
	input  [31:0] dval;
	input  [5:0]  s1;
	input  [5:0]  s2;
	input  [4:0]  d;
	input  [31:0] pc;
	output [31:0]  s1val;
	output [31:0]  s2val;
	reg    [31:0]  s1val = 0;
	reg    [31:0]  s2val = 0;
	reg    [31:0]  registers[0:NUM_REGISTERS-1];
	reg    [31:0]  dval_tmp = 0;
	reg    [4:0]   d_tmp = 0;
	reg            we_tmp = 0;
	wire   [31:0]  pc;
	integer 	   k;
	initial
	begin
		for (k = 0; k < NUM_REGISTERS; k = k + 1)
		begin
			if(k == 29)
			begin
				registers[k] = 32'h8002_03FF;  
			end
			else if(k == 31)
			begin
				registers[k] = 32'hDEAD_BEEF;  
			end
			else
			begin
				registers[k] = 0;
			end
		end
	end
	always @(clk or s1 or s2)
	begin
		s1val = (s1 == 0 ? 0 : s1 == 32 ? pc : registers[s1[4:0]]);
		s2val = (s2 == 0 ? 0 : s2 == 32 ? pc : registers[s2[4:0]]);
	end
	always @(negedge clk)
	begin		
		if (we == 1)
		begin
			if(d != 0)
			begin
				registers[d] = dval;
				if(s1 == d)
				begin
					s1val = (s1 == 0 ? 0 : s1 == 32 ? pc : registers[s1]);
				end
				if(s2 == d)
				begin
					s2val = (s2 == 0 ? 0 : s1 == 32 ? pc : registers[s2]);
				end
			end
		end
	end
endmodule
```
==> Changelog: implementation <==
### Changed

- Outcome: did not finish
- Failing step: synthesis (1_2_yosys)
- First error line in the log: ERROR: Found 64 problems in 'check -assert'.
- Top FF cell, synth: sky130_fd_sc_hd__edfxtp_1
- Cell type contributing the most total cell area after synthesis: sky130_fd_sc_hd__edfxtp_1
- Total cell area reported by yosys after synthesis: ~76000 sq um
- Yosys cell types: 81
- Top-area cell type share of the netlist area: 42.75%
- Share of flip-flops with an asynchronous set or reset: 0%
- Number of warnings reported in the yosys synthesis log: 2
- Most frequent cells after synthesis: sky130_fd_sc_hd__edfxtp_1 (1088), sky130_fd_sc_hd__nand2_1 (664), sky130_fd_sc_hd__clkbuf_1 (615)
- Synth top area cells: sky130_fd_sc_hd__edfxtp_1 (43%), sky130_fd_sc_hd__mux2i_1 (6.5%), sky130_fd_sc_hd__a22oi_1 (5.6%)
- Post-synth regs: between 1000 and 1500
- Most repeated cell in the gate-level netlist after synthesis: sky130_fd_sc_hd__edfxtp_1
- Count of flip-flops with a built-in enable after synthesis: about 1100
- Yosys stat cell total: 7985
- Post-synthesis sequential area ratio: 42.75%
[kinds of logic after synthesis]
group,after synthesis,share of synthesized area [%]
AND-OR/OR-AND,2586,24.23
AND/OR/NAND/NOR,2037,13.70
buffers and inverters,1379,6.990
flip-flops,1088,42.75
multiplexers,885,12.22
XOR/XNOR,10,0.1146
